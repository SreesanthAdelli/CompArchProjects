File: flow/constraint.sdc
current_design top

set clk_period 7.6
set clk_io_pct 0.2

create_clock -name clk0 -period $clk_period [get_ports {clk}]

set non_clock_inputs [all_inputs -no_clocks]
set_input_delay [expr $clk_period * $clk_io_pct] -clock clk0 $non_clock_inputs
set_output_delay [expr $clk_period * $clk_io_pct] -clock clk0 [all_outputs]
File: flow/config.mk
export PLATFORM = sky130hd
export DESIGN_NAME = top
export DESIGN_NICKNAME = top
export VERILOG_FILES = /design/flow/design.v
export SDC_FILE = /design/flow/constraint.sdc
export NUM_CORES = 4
export LEC_CHECK = 1
export CORE_UTILIZATION = 30
File: flow/run.sh
#!/bin/bash
# OpenROAD 26Q1-2900-gdf79404cd8, Yosys 0.63+post, stock flow scripts
make -C /OpenROAD-flow-scripts/flow DESIGN_CONFIG=/design/flow/config.mk WORK_HOME=/design/flow/orfs finish
File: flow/design.v
module ws2812b(
    input logic clk, 
    input logic serial_in, 
    input logic transmit, 
    output logic ws2812b_out, 
    output logic shift
);
    localparam IDLE = 1'b0;
    localparam TRANSMITTING = 1'b1;
    localparam T0_CYCLE_COUNT = 4'd5;
    localparam T1_CYCLE_COUNT = 4'd10;
    localparam MAX_CYCLE_COUNT = 4'd15;
    logic state = IDLE;
    logic [3:0] cycle_count = 4'd0;
    logic bit_being_sent = 1'b0;
    always_ff @(posedge clk) begin
        unique case (state)
            IDLE:
                if (transmit == 1'b1) begin
                    state <= TRANSMITTING;
                    cycle_count <= 4'd0;
                    bit_being_sent <= serial_in;
                end
            TRANSMITTING:
                if (transmit == 1'b0) begin
                    state <= IDLE;
                end
                else if (cycle_count == MAX_CYCLE_COUNT - 1) begin
                    cycle_count <= 4'd0;
                    bit_being_sent <= serial_in;
                end
                else begin
                    cycle_count <= cycle_count + 1;
                end
        endcase
    end
    always_comb begin
        if (state == TRANSMITTING)
            if (bit_being_sent == 1'b0)
                ws2812b_out = (cycle_count < T0_CYCLE_COUNT);
            else
                ws2812b_out = (cycle_count < T1_CYCLE_COUNT);
        else
            ws2812b_out = 1'b0;
    end
    assign shift = (state == TRANSMITTING) && (cycle_count == 4'd0);
endmodule
module controller (
    input logic clk, 
    output logic load_sreg, 
    output logic transmit_pixel, 
    output logic [5:0] pixel, 
    output logic [4:0] frame
);
    localparam TRANSMIT_FRAME       = 1'b0;
    localparam IDLE                 = 1'b1;
    localparam [2:0] READ_CH_VALS   = 3'b001;
    localparam [2:0] LOAD_SREG      = 3'b010;
    localparam [2:0] TRANSMIT_PIXEL = 3'b100;
    localparam [8:0] TRANSMIT_CYCLES    = 9'd360;        
    localparam [19:0] IDLE_CYCLES       = 20'd351832;    
    logic state = TRANSMIT_FRAME;
    logic next_state;
    logic [2:0] transmit_phase = READ_CH_VALS;
    logic [2:0] next_transmit_phase;
    logic [5:0] pixel_counter = 6'd0;
    logic [4:0] frame_counter = 5'd0;
    logic [8:0] transmit_counter = 9'd0;
    logic [19:0] idle_counter = 20'd0;
    logic transmit_pixel_done;
    logic idle_done;
    assign transmit_pixel_done = (transmit_counter == TRANSMIT_CYCLES - 1);
    assign idle_done = (idle_counter == IDLE_CYCLES - 1);
    always_ff @(negedge clk) begin
        state <= next_state;
        transmit_phase <= next_transmit_phase;
    end
    always_comb begin
        next_state = 1'bx;
        unique case (state)
            TRANSMIT_FRAME:
                if ((pixel_counter == 6'd63) && (transmit_pixel_done))
                    next_state = IDLE;
                else
                    next_state = TRANSMIT_FRAME;
            IDLE:
                if (idle_done)
                    next_state = TRANSMIT_FRAME;
                else
                    next_state = IDLE;
        endcase
    end
    always_comb begin
        next_transmit_phase = READ_CH_VALS;
        if (state == TRANSMIT_FRAME) begin
            case (transmit_phase)
                READ_CH_VALS:
                    next_transmit_phase = LOAD_SREG;
                LOAD_SREG:
                    next_transmit_phase = TRANSMIT_PIXEL;
                TRANSMIT_PIXEL:
                    next_transmit_phase = transmit_pixel_done ? READ_CH_VALS : TRANSMIT_PIXEL;
            endcase
        end
    end
    always_ff @(negedge clk) begin
        if ((state == TRANSMIT_FRAME) && transmit_pixel_done) begin
            pixel_counter <= pixel_counter + 1;
        end
    end
    always_ff @(negedge clk) begin
        if (idle_done) begin
            frame_counter <= frame_counter + 1;
        end
    end
    always_ff @(negedge clk) begin
        if (transmit_phase == TRANSMIT_PIXEL) begin
            transmit_counter <= transmit_counter + 1;
        end
        else begin
            transmit_counter <= 9'd0;
        end
    end
    always_ff @(negedge clk) begin
        if (state == IDLE) begin
            idle_counter <= idle_counter + 1;
        end
        else begin
            idle_counter <= 20'd0;
        end
    end
    assign pixel = pixel_counter;
    assign frame = frame_counter;
    assign load_sreg = (transmit_phase == LOAD_SREG);
    assign transmit_pixel = (transmit_phase == TRANSMIT_PIXEL);
endmodule
module game_of_life #(
    parameter [63:0] INIT_GRID = 64'hFFFF_FFFF_FFFF_FFFF
)(
    input  logic clk,
    input  logic tick,          
    output logic [63:0] grid_out
);
    logic [63:0] grid;
    logic [63:0] next_grid;
    initial grid = INIT_GRID;
    logic [63:0] north, south, east, west;
    logic [63:0] ne, nw, se, sw;
    logic [3:0] neighbors [63:0];
    integer i;
    always_comb begin
        north = {grid[7:0], grid[63:8]};       
        south = {grid[55:0], grid[63:56]};     
        east  = {grid[0], grid[63:1]};         
        west  = {grid[62:0], grid[63]};        
        ne = {north[0], north[63:1]};          
        nw = {north[63:1], north[0]};          
        se = {south[0], south[63:1]};          
        sw = {south[63:1], south[0]};          
        for (i = 0; i < 64; i = i + 1) begin
            neighbors[i] = north[i] + south[i] + east[i] + west[i] +
                           ne[i] + nw[i] + se[i] + sw[i];
        end
        for (i = 0; i < 64; i = i + 1) begin
            if (grid[i])
                next_grid[i] = (neighbors[i] == 2 || neighbors[i] == 3);
            else
                next_grid[i] = (neighbors[i] == 3);
        end
    end
    always_ff @(posedge clk) begin
        if (tick)
            grid <= next_grid;
    end
    assign grid_out = grid;
endmodule
module top (
    input  logic clk,
    output logic _48b
);
    logic [5:0] pixel;
    logic load_sreg, transmit_pixel, shift;
    logic ws_out;
    logic [7:0] red_data, green_data, blue_data;
    logic [23:0] shift_reg;
    logic [23:0] div_counter = 0;
    logic tick = 0;
    always_ff @(posedge clk) begin
        if (div_counter == 24'd11_999_999) begin  
            div_counter <= 0;
            tick <= 1'b1;
        end else begin
            div_counter <= div_counter + 1;
            tick <= 1'b0;
        end
    end
    logic [63:0] red_grid, green_grid, blue_grid;
    localparam [63:0] RED_INIT   = 64'b11100000_00000000_00000000_00000000_00000000_00000000_00000000_00000000;  
    localparam [63:0] GREEN_INIT = 64'b00000000_00011100_00000000_00000000_00000000_00000000_00000000_00000000;  
    localparam [63:0] BLUE_INIT  = 64'b00000000_00000000_00000111_00000000_00000000_00000000_00000000_00000000;  
    game_of_life #(.INIT_GRID(RED_INIT))   u_red_gol   (.clk(clk), .tick(tick), .grid_out(red_grid));
    game_of_life #(.INIT_GRID(GREEN_INIT)) u_green_gol (.clk(clk), .tick(tick), .grid_out(green_grid));
    game_of_life #(.INIT_GRID(BLUE_INIT))  u_blue_gol  (.clk(clk), .tick(tick), .grid_out(blue_grid));
    always_comb begin
        red_data   = {8{red_grid[pixel]}};
        green_data = {8{green_grid[pixel]}};
        blue_data  = {8{blue_grid[pixel]}};
    end
    controller u_ctrl (
        .clk(clk),
        .load_sreg(load_sreg),
        .transmit_pixel(transmit_pixel),
        .pixel(pixel)
    );
    ws2812b u_ws (
        .clk(clk),
        .serial_in(shift_reg[23]),
        .transmit(transmit_pixel),
        .ws2812b_out(ws_out),
        .shift(shift)
    );
    always_ff @(posedge clk) begin
        if (load_sreg)
            shift_reg <= {green_data, red_data, blue_data};  
        else if (shift)
            shift_reg <= {shift_reg[22:0], 1'b0};
    end
    assign _48b = ws_out;
endmodule
==> GITHUB_STEP_SUMMARY <==
### Metrics collected by this job

| Metric | Value |
|---|---|
| Status | finished clean |
| DRC | 0 |
| Root Buffer | clkbuf_16 |
| #FFs+latches synth | 286 |
| Post-DP HPWL | 73200 um |
| RSZ-0062 raised after global routing | false |
| CP peak stage delay | 900 ps |
| Least-Margin Pin Slew | 927 ps |
| Commonest flop | edfxtp_1 |
| Worst min-delay path class | reg2reg |
| Largest net degree at the start of global routing | 79 |
| Tool warnings | 67 |
| Biggest regs | u_blue_gol.grid x64, u_green_gol.grid x64, u_red_gol.grid x64 |
| Remaining Overflow, GRT | 0 |
| Avg Cell Area, Syn | 9.51 um2 |
| Post-synth seq share | 0.188 |
| CP startpoint | u_ctrl.pixel_counter[1] |
| Critical Path RT | 7960 ps |
| Fin Clk Skew | 41.8 ps |
| Max-Cap Viols | 0 |
| Reg-to-Reg Start | u_ctrl.pixel_counter[1] |
| Layout area overhead | 9.63% |
| Top cells by count, synth | 1068 x inv_1, 537 x ha_1, 534 x fa_1 |
| Slew margin rel. | 0.377 |
| Post-cts sizing count | 0 |
| Core Util at FP | 0.304 |
| Height of the die | 379 um |
| Vias/cell | 4.66 |
| Endpoints failing setup | 0 |
| CP Capture Point | shift_reg[8] |
| CTS tree | built |
| Post-CTS setup buffer count | 0 |
| Cell taking the most area after synthesis | fa_1 |
| Biggest area cells | fa_1 25%, edfxtp_1 16%, ha_1 16% |
| CTS Hold Bufs | 0 |
| Layout cell share with drive strength beyond 1 | 0.0594 |
| Worst-path cell chain | buf_4 > mux2_2 > a222oi_1 > o211ai_1 > a32oi_4 > nor2_1 |
| Distinct lib cells used | 56 |
| Total power | 0.00403 W |
| Vias in the first global route | 30.0k |
| Yosys stat chip area | 42600 um2 |
| Synth warn | 9 |
| 1st-iter DRT viols | 1244 |
| Flop-to-flop setup slack | 910 ps |
| Max clock buf depth | 3 |
| Core Footprint | 140000 um2 |
| First-pass GRT wire length | 160000 um |
| Vias post-DR | 29.9k |
| DRT Pass-1 Iters | 5 |
| PwrDens | 86.3 nW/um2 |
| Syn Inst Count | 4481 |
| Startpoint types | flip-flop |
| GRT Util Overall | 0.147 |
| # rows | 137 |
| Slowest-stage cell, CP | edfxtp_1 |
| Reg-to-reg endpoint | shift_reg[8] |
| GPL Wtd Cong | 0.897 |
| Crit Path Class | reg2reg |
| DRT Wirelength | 96700 um |
| Antenna violations before repair | 1 |
| Number of flops mapped to enable cells by yosys | 227 |
| Max VDD drop | 0.149 mV |
| IO Port Bufs | 1 |
| Setup_tns | 0 ps |
| Post-DRT Antenna Nets | 0 |
| Clk ins delay skew pair | 660 ps |
| Chip Area | 144000 um2 |
| Lkg Pwr | 20.8 nW |
| Ports | 2 |
| WL/cell | 15.1 um |
| Count leader, synth | inv_1 |
| Critical path peak fanout | 21 |
| CP endpoint kind | flip-flop |
| Die W | 379 um |
| Total CTS buffers | 44 |
| Ant diodes | 0 |
| Hold depth | 1 |
| Clock Pin Slew Worst Setup and Hold Paths | 50 ps |
| Final hold violations | 0 |
| Post-Syn Area | 42600 um2 |
| TritonCTS sink count | 286 |
| Fin. max-slew vios | 0 |
| Async S/R FF share, synth | 0 |
| Crit path arrival time | 7050 ps |
| Length in cells of the worst reg-to-reg path | 6 |
| Ys cells | 4481 |
| Dominant cell area share | 0.251 |
| Htree depth | 2 |
[cell type report]
type                            count  area (um2)
Sequential cell                   286        8000
Tap cell                         1876        2350
Clock inverter                     56         330
Timing Repair Buffer               76         586
Fill cell                       14000       93500
Multi-Input combinational cell   2978       30000
Clock buffer                       65        1420
Inverter                         1069        4010
[cells in the final DEF (no fill, tap or decap), drive strengths merged, types with 32 or more instances in the layout]
master and count:
nor3 198, edfxtp 227, o21ai 130, clkbuf 65, nand2 178, nand3 37
xnor2 248, mux2i 32, inv 1114, xor2 126, and2 35, ha 537
a21oi 184, nor2 309, buf 75, a2111oi 175, dfxtp 59, fa 534
mux2 88
[logic make-up (layout without fill, tap and decap cells)]
kind of cell / Yosys count / after routing / share of synthesized area
AND-OR/OR-AND: 556 / 556 / 0.0855
buffers and inverters: 1217 / 1266 / 0.108
adder cells (fa/ha/maj): 1071 / 1071 / 0.409
XOR/XNOR: 374 / 374 / 0.0769
flip-flops: 286 / 286 / 0.188
AND/OR/NAND/NOR: 828 / 828 / 0.0869
multiplexers: 149 / 149 / 0.0463
[worst max-delay path: cells and delay by family (launching register included)]
| kind | cells | cell delay (ps) |
|---|---|---|
| buffers and inverters | 1 | 320 |
| AOI/OAI and AO/OA | 3 | 920 |
| muxes | 1 | 360 |
| DFF | 1 | 900 |
| and+or+nand+nor | 1 | 90 |
[report_power, final]
group | leakage, nW | internal (W) | switching (W)
registers | 3.12 | 0.00167 | 0
logic | 16.6 | 0 | 0
clock network | 1.00 | 0.00142 | 0.000947
[worst min-delay path by stage]
| stage | startpoint | endpoint | slack (ps) |
|---|---|---|---|
| final | u_ctrl.transmit_counter[0] | u_ctrl.transmit_counter[0] | 450 |
| after global routing | u_ctrl.transmit_counter[0] | u_ctrl.transmit_counter[0] | 470 |
| after CTS | u_ctrl.idle_counter[0] | u_ctrl.idle_counter[0] | 450 |
[per-layer routing]
layer	global-route usage	vias to the layer above	wire length [um]
met1	0.208	14300	43100
li1	-	14700	-
met2	0.217	722	42000
met5	0.00103	-	0
met3	0.0537	169	8310
met4	0.0390	0	3270
[stage by stage]
step           std cells  cell area (um2)  worst slack [ps]  hold slack [ps]  utilization
2_1_floorplan       4481            42600              1560              400            -
3_3_place_gp        6286            45000               966              434        0.321
3_5_place_dp        6286            45000               921              445        0.321
4_1_cts             6406            46700               910              451        0.333
5_1_grt             6406            46700               748              465        0.333
6_report            6406            46700               913              449        0.333
Power figures rest on the tool's default switching activity, not on a simulated workload.
